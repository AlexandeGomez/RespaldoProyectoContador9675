==> design/flow/design.v <==
module clock_divider(
input fast_clock,
input rst,
output slow_clock,
output seg_clock
);
parameter COUNTER_SIZE = 24;
parameter COUNTER_MAX = (2**COUNTER_SIZE)-1;
reg [COUNTER_SIZE-1:0] count;
always@(posedge fast_clock or negedge rst)
begin
	if(!rst)
		count <= 0;
	else
		begin
			if(count==COUNTER_MAX)
				count <= 0;
			else
				count <= count + 1'b1;
		end
end
assign slow_clock = count[COUNTER_SIZE-1];
assign seg_clock	= count[COUNTER_SIZE-10];
endmodule
module contador4bits(
input clk, rst, ena,
output reg [3:0] Qdata
);
always@(posedge clk)
begin
	if(!rst)
		Qdata <= 4'd0;
	else
		begin
			if(ena)
				Qdata <= Qdata + 1'b1;
			else
				Qdata <= Qdata;
		end
end
endmodule
module controlador(
input [3:0] Qdata3, Qdata2, Qdata1, Qdata0,
input rstbutton, ena0in,
output wire ena3, ena2, ena1, ena0,
output reg rst3, rst2, rst1, rst0
);
parameter MAX_CYCLE = 4'd9;
parameter MAX_COUNT3 = 4'd9;
parameter MAX_COUNT2 = 4'd6;
parameter MAX_COUNT1 = 4'd7;
parameter MAX_COUNT0 = 4'd5;
assign ena3 = (Qdata2==MAX_CYCLE && Qdata1==MAX_CYCLE && Qdata0==MAX_CYCLE && ena0)? 1'b1 : 1'b0;
assign ena2 = (Qdata1==MAX_CYCLE && Qdata0==MAX_CYCLE && ena0)? 1'b1 : 1'b0;
assign ena1 = (Qdata0==MAX_CYCLE && ena0)? 1'b1 : 1'b0;
assign ena0 = (ena0in)? 1'b0 : 1'b1;
always@(*)
begin
	if(Qdata3==MAX_COUNT3 && Qdata2==MAX_COUNT2 && Qdata1==MAX_COUNT1 && Qdata0==MAX_COUNT0 || !rstbutton)
		begin
			rst3 = 1'b0;
			rst2 = 1'b0;
			rst1 = 1'b0;
			rst0 = 1'b0;
		end
	else
		begin
			rst3 = 1'b1;
			rst2 = 1'b1;
			rst1 = 1'b1;
			rst0 = 1'b1;
		end
	if(ena3)
		begin
			rst2 = 1'b0;
			rst1 = 1'b0;
			rst0 = 1'b0;
		end
	if(ena2)
		begin
			rst1 = 1'b0;
			rst0 = 1'b0;
		end
	if(ena1)
		rst0 = 1'b0;
end
endmodule
module seg_decoder(
input [3:0] bin_data,
output reg [6:0] seg_data
);
always@(*)
begin
	case(bin_data)
		4'd0 : seg_data <= 7'b100_0000;
		4'd1 : seg_data <= 7'b111_1001;
		4'd2 : seg_data <= 7'b010_0100;
		4'd3 : seg_data <= 7'b011_0000;
		4'd4 : seg_data <= 7'b001_1001;
		4'd5 : seg_data <= 7'b001_0010;
		4'd6 : seg_data <= 7'b000_0010;
		4'd7 : seg_data <= 7'b111_1000;
		4'd8 : seg_data <= 7'b000_0000;
		4'd9 : seg_data <= 7'b001_0000;
		default:seg_data <= 7'b111_1111;
	endcase
end
endmodule
module seg_scan(
	input           clk,
	input           rst_n,
	output reg[5:0] seg_sel,       
	output reg[6:0] seg_data,      
	input[6:0]      seg_data_0,
	input[6:0]      seg_data_1,
	input[6:0]      seg_data_2,
	input[6:0]      seg_data_3
);
reg[3:0] scan_sel;      
always@(posedge clk)
begin
	if(rst_n == 1'b0)
		scan_sel <= 4'd0;
	else
		begin
			if(scan_sel == 4'd3)
				scan_sel <= 4'd0;
			else
				scan_sel <= scan_sel + 1'b1;
		end
end
always@(posedge clk)
begin
	if(rst_n == 1'b0)
	begin
		seg_sel <= 6'b111111;
		seg_data <= 7'b1111111;
	end
	else
	begin
		case(scan_sel)
			4'd0:
			begin
				seg_sel <= 6'b01_1111;
				seg_data <= seg_data_0;
			end
			4'd1:
			begin
				seg_sel <= 6'b10_1111;
				seg_data <= seg_data_1;
			end
			4'd2:
			begin
				seg_sel <= 6'b11_0111;
				seg_data <= seg_data_2;
			end
			4'd3:
			begin
				seg_sel <= 6'b11_1011;
				seg_data <= seg_data_3;
			end
			default:
			begin
				seg_sel <= 6'b11_1111;
				seg_data <= 7'b1111111;
			end
		endcase
	end
end
endmodule
module top_contador(
input clk_top, rstbutton_top, ena0_in,
input rstClock_divider_top,
output [3:0] Qdata3_top, Qdata2_top, Qdata1_top, Qdata0_top,
output ena3_top, ena2_top, ena1_top, ena0_top,
output rst3_top, rst2_top, rst1_top, rst0_top,
output slow_clock_top,
output seg_clock_top,
output [6:0] seg_data3_top, seg_data2_top, seg_data1_top, seg_data0_top,
output [5:0] seg_sel_top,
output [6:0] seg_data_top 
);
clock_divider clkDiv(
	.fast_clock	(clk_top),
	.rst			(rstClock_divider_top),
	.slow_clock	(slow_clock_top),
	.seg_clock	(seg_clock_top)
);
controlador ctr(
	.Qdata3		(Qdata3_top),
	.Qdata2		(Qdata2_top),
	.Qdata1		(Qdata1_top),
	.Qdata0		(Qdata0_top),
	.ena0in		(ena0_in),
	.rstbutton	(rstbutton_top),
	.ena3			(ena3_top),
	.ena2			(ena2_top),
	.ena1			(ena1_top),
	.ena0			(ena0_top),
	.rst3			(rst3_top),
	.rst2			(rst2_top),
	.rst1			(rst1_top),
	.rst0			(rst0_top)
);
contador4bits cont3(
	.clk			(slow_clock_top),
	.rst			(rst3_top),
	.ena			(ena3_top),
	.Qdata		(Qdata3_top)
);
contador4bits cont2(
	.clk			(slow_clock_top),
	.rst			(rst2_top),
	.ena			(ena2_top),
	.Qdata		(Qdata2_top)
);
contador4bits cont1(
	.clk			(slow_clock_top),
	.rst			(rst1_top),
	.ena			(ena1_top),
	.Qdata		(Qdata1_top)
);
contador4bits cont0(
	.clk			(slow_clock_top),
	.rst			(rst0_top),
	.ena			(ena0_top),
	.Qdata		(Qdata0_top)
);
seg_decoder segData3(
	.bin_data	(Qdata3_top),
	.seg_data	(seg_data3_top)
);
seg_decoder segData2(
	.bin_data	(Qdata2_top),
	.seg_data	(seg_data2_top)
);
seg_decoder segData1(
	.bin_data	(Qdata1_top),
	.seg_data	(seg_data1_top)
);
seg_decoder	segData0(
	.bin_data	(Qdata0_top),
	.seg_data	(seg_data0_top)
);
seg_scan seg_scan(
	.clk				(seg_clock_top),
	.rst_n			(rstbutton_top),
	.seg_data_0		(seg_data0_top),
	.seg_data_1		(seg_data1_top),
	.seg_data_2		(seg_data2_top),
	.seg_data_3		(seg_data3_top),	
	.seg_sel			(seg_sel_top),
	.seg_data		(seg_data_top)
);
endmodule
==> design/flow/run.sh <==
#!/bin/bash
# OpenROAD 26Q1-2900-gdf79404cd8, Yosys 0.63+post, stock flow scripts
make -C /OpenROAD-flow-scripts/flow DESIGN_CONFIG=/design/flow/config.mk WORK_HOME=/design/flow/orfs finish
==> design/flow/config.mk <==
export PLATFORM = sky130hd
export DESIGN_NAME = top_contador
export DESIGN_NICKNAME = top_contador
export VERILOG_FILES = /design/flow/design.v
export SDC_FILE = /design/flow/constraint.sdc
export NUM_CORES = 4
export LEC_CHECK = 1
export CORE_UTILIZATION = 40
==> design/flow/constraint.sdc <==
current_design top_contador

set clk_period 5.6
set clk_io_pct 0.2

create_clock -name clk0 -period $clk_period [get_ports {clk_top}]

set non_clock_inputs [all_inputs -no_clocks]
set_input_delay [expr $clk_period * $clk_io_pct] -clock clk0 $non_clock_inputs
set_output_delay [expr $clk_period * $clk_io_pct] -clock clk0 [all_outputs]
==> impl_metrics.py <==
# Auto-generated metrics
metrics = {
    "run_status": {
        "status": "finished clean",
    },
    "floorplan": {
        "dieHeight_um": 104,
        "die_x_um": 104,
        "num_io_pins": 71,
        "rows": 36,
        "fp_util": 0.418,
        "coreArea_sq_um": 9910,
        "die_area_sq_um": 10800,
    },
    "timing": {
        "drv_slew": 0,
        "fin_tns_setup_ns": 0,
        "tightest_slew_ns": 0.778,
        "unclocked_pins": 59,
        "untimed_endpoints": 114,
        "hold_viol": 0,
        "grt_setup_unrepaired": "no",
        "finalCriticalPeriod_ns": 4.36,
        "fin_crit_sh": 0.779,
        "setup_viol": 0,
        "max_freq_ghz": 0.229,
        "skew_ns": 0.00105,
        "max-slew-margin-rel": 0.479,
    },
    "clock_tree": {
        "cts_tree": "yes",
        "insertion_delay_ns": 0.26,
        "htree_levels": 1,
        "cts_hold_buf": 0,
        "cts_resized": 0,
        "path_clk_slew_ns": 0.08,
        "cts_buffers": 3,
        "cts_root_buffer": "clkbuf_8",
        "cts_setup_buffers": 0,
        "cts_buffer_depth": 2,
    },
    "worst_setup_path": {
        "endpoint_kind": "output pin",
        "crit_path_max_fanout": 17,
        "r2r_slack_ns": 3.14,
        "critPathRequiredTime_ns": 4.48,
        "regToRegStartpoint": "clkDiv.count[0]$_DFF_PN0_",
        "startpoint_type": "input pin",
        "path_cells": "clkdlybuf4s50_1, nand4bb_1, buf_4, inv_2, nand2_1, o21ai_2, inv_2, clkdlybuf4s50_1",
        "timing.rr.end": "clkDiv.count[3]$_DFF_PN0_",
        "r2r_cells": 6,
        "cpMaxStageDelayCell": "clkdlybuf4s50_1",
        "worstSetupPathType": "input pin to output pin",
        "crit_end": "rst2_top",
        "max_stage_delay_ns": 0.48,
        "cp-startpoint": "ena0_in",
        "arrival_ns": 3.24,
    },
    "route": {
        "num_vias": 3186,
        "dr.pass1.iters": 4,
        "drtIter0Drc": 124,
        "finalWirelength_mm": 9.08,
        "drc": 0,
        "m1WireLength_mm": 4.48,
        "wl_met2_mm": 4.14,
        "diodes": 0,
        "ant_nets": 0,
        "wl_met3_um": 413,
        "highest_layer": "met4",
        "avgRoutedWirePerCell_um": 14.5,
        "via_per_inst": 5.11,
    },
    "global_route": {
        "overflow": 0,
        "grt_usage": 0.174,
        "grt_pass1_vias": 2947,
        "grt_pass1_wl_mm": 14.8,
        "antenna_found_initial": 0,
        "grt_max_degree": 47,
    },
    "place": {
        "post-dp-hpwl_mm": 7.22,
        "io_buffers": 68,
        "place.gp.congestion": 0.896,
    },
    "synthesis": {
        "top_cells_by_area": "dfxtp_1, dfrtp_1, ha_1",
        "top_area_cell": "dfxtp_1",
        "synth-main-ff-cell": "dfxtp_1",
        "syn_inst": 427,
        "ys.flops": 83,
        "yosysMostFrequentCell": "dfxtp_1",
        "ys_area_sq_um": 4140,
        "top_cell_area_share": 0.285,
        "synthArstFlopShare": 0.289,
        "synth.distinct_cells": 63,
        "ys_seq_frac": 0.431,
        "top_cells_by_count": "dfxtp_1, nor2_1, ha_1, dfrtp_1",
        "synth-edff-count": 0,
        "ys_cells": 427,
        "ys_warn_count": 5,
        "syn_area_sq_um": 4140,
        "postSynthAreaPerCell_sq_um": 9.69,
    },
    "power": {
        "total_power_uw": 321,
        "power_density_nw_per_um2": 64.1,
        "vdd_ir_drop_max_mv": 0.103,
        "p_leak_nw": 2.04,
    },
    "hold_path": {
        "hold_path.class": "flip-flop to flip-flop",
    },
    "layout": {
        "fill_cells": 909,
        "syn_to_final_growth_pct": 21.2,
        "drive_gt1_frac": 0.0631,
    },
    "flow_run": {
        "openroad.warnings": 49,
        "drv_cap": 0,
    },
}
==> flip-flops by register name (all words and copies together), names as in the netlist <==
name	flops
clkDiv.count	24
cont0.Qdata	4
cont1.Qdata	4
cont2.Qdata	4
cont3.Qdata	4
seg_scan.scan_sel	4
seg_scan.seg_data	7
seg_scan.seg_data_0	7
seg_scan.seg_data_1	7
seg_scan.seg_data_2	7
seg_scan.seg_data_3	7
seg_scan.seg_sel	4
==> per-stage QoR <==
stage	hold slack (ns)	setup WS, ns	utilization	cell area [sq um]	std cells
after CTS	0.471	1.25	0.506	5010	624
after global placement	0.451	1.29	0.500	4960	620
after detailed placement	0.456	1.27	0.500	4960	620
after floorplan	0.435	2.42	-	4140	428
final	0.465	1.24	0.506	5010	624
after global routing	0.494	1.08	0.506	5010	624
==> how the worst min path moves through the flow <==
| stage | from | endpoint | cells after the start | slack, ns |
|---|---|---|---|---|
| after CTS | clkDiv.count[22]$_DFF_PN0_ | clkDiv.count[22]$_DFF_PN0_ | 1 | 0.47 |
| after global routing | clkDiv.count[22]$_DFF_PN0_ | clkDiv.count[22]$_DFF_PN0_ | 1 | 0.49 |
| final | clkDiv.count[22]$_DFF_PN0_ | clkDiv.count[22]$_DFF_PN0_ | 1 | 0.47 |
==> layout by cell type, fill, tap and decap left out, types with 6 or more instances in the layout <==
cell type | netlist | layout
a21oi_1 | 23 | 23
a221o_1 | 14 | 14
and2_1 | 11 | 11
and3_1 | 9 | 9
buf_4 | 2 | 6
clkdlybuf4s50_1 | 0 | 68
dfrtp_1 | 24 | 24
dfxtp_1 | 59 | 59
ha_1 | 34 | 34
inv_1 | 21 | 21
inv_2 | 11 | 11
mux2i_1 | 7 | 7
nand2_1 | 23 | 23
nand3_1 | 15 | 15
nand4_1 | 7 | 7
nor2_1 | 36 | 36
o22ai_1 | 6 | 6
xnor2_1 | 17 | 17
xor2_1 | 12 | 12
==> worst max-delay path: cells and delay by family <==
| family | cells | cell delay [ns] |
|---|---|---|
| AND/OR/NAND/NOR | 2 | 0.37 |
| buffers and inverters | 5 | 1.34 |
| AND-OR/OR-AND | 1 | 0.42 |
==> area by class of cell <==
cell class,count,area (sq um),area share
tap,133,166,0.0332
clock buffer,4,55.1,0.0110
sequential,83,1780,0.355
timing repair buffer,74,726,0.145
inverter,32,120,0.0240
multi-input combinational,298,2160,0.432
==> cell families after synthesis <==
kind of cell	after synthesis	synth area share
adders and majority gates	34	0.103
DFF	83	0.431
muxes	10	0.0260
buffers and inverters	47	0.0472
other	1	0.000906
and+or+nand+nor	138	0.180
AOI/OAI and AO/OA	85	0.151
xor gates and xnor gates	29	0.0614
==> power by group <==
part	internal (mW)	switching [mW]	total, mW
combinational	0.0128	0.0176	0.0304
clock	0.0627	0.0543	0.117
sequential	0.174	0	0.174
total	0.249	0.0719	0.321
==> metal layers <==
layer	track usage	vias to the layer above
met1	0.271	1471
li1	-	1636
met5	0	-
met3	0.0269	4
met4	0.00816	0
met2	0.279	75
Power and IR drop assume default switching activity.
